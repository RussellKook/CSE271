### design/flow/design.v
module fred (HEX5, HEX4, HEX3, HEX2, SW);
	output logic [6:0] HEX5, HEX4, HEX3, HEX2;
	input logic [9:0] SW;
	logic [2:0] upc;
	assign upc = {SW[9], SW[8], SW[7]};
	always_comb begin
		case(upc)
			3'b000: 
				begin
					HEX5 = 7'b0000000;
					HEX4 = 7'b0000110;	
					HEX3 = 7'b1000111;
					HEX2 = 7'b1111111;
				end
			3'b001: 
				begin
					HEX5 = 7'b1000110;
					HEX4 = 7'b0001000;	
					HEX3 = 7'b0001100;
					HEX2 = 7'b1111111;
				end
			3'b011: 
				begin
					HEX5 = 7'b0000010;
					HEX4 = 7'b1000000;	
					HEX3 = 7'b1000111;
					HEX2 = 7'b0100001;
				end
			3'b100: 
				begin
					HEX5 = 7'b0000010;
					HEX4 = 7'b1000111;	
					HEX3 = 7'b0001000;
					HEX2 = 7'b0010010;
				end
			3'b101: 
				begin
					HEX5 = 7'b0001100;
					HEX4 = 7'b0001011;	
					HEX3 = 7'b1000000;
					HEX2 = 7'b0101011;
				end
			3'b110: 
				begin
					HEX5 = 7'b0000110;
					HEX4 = 7'b0001000;	
					HEX3 = 7'b0101111;
					HEX2 = 7'b0101111;
				end
			default: 
				begin
					HEX5 = 7'bX;
					HEX4 = 7'bX;	
					HEX3 = 7'bX;
					HEX2 = 7'bX;
				end
		endcase
	end
endmodule
module fred_testbench();
	logic [9:0] SW;
	logic [6:0] HEX5, HEX4, HEX3, HEX2;
	fred dut(.HEX5(HEX5), .HEX4(HEX4), .HEX3(HEX3), .HEX2(HEX2), .SW(SW));
	integer i;
	initial begin
		for(i = 0; i <8; i++) begin
			{SW[9], SW[8], SW[7]} = i; #10;
		end
	end
endmodule
### design/flow/run.sh
#!/bin/bash
# OpenROAD 26Q1-2900-gdf79404cd8, Yosys 0.63+post, stock flow scripts
make -C /OpenROAD-flow-scripts/flow DESIGN_CONFIG=/design/flow/config.mk WORK_HOME=/design/flow/orfs finish
### design/flow/config.mk
export PLATFORM = sky130hd
export DESIGN_NAME = fred
export DESIGN_NICKNAME = fred
export VERILOG_FILES = /design/flow/design.v
export SDC_FILE = /design/flow/constraint.sdc
export NUM_CORES = 4
export LEC_CHECK = 1
export CORE_AREA = 10 10 70 70
export DIE_AREA = 0 0 80 80
### design/flow/constraint.sdc
current_design fred

set clk_period 1.5
set clk_io_pct 0.2

create_clock -name clk0 -period $clk_period

set non_clock_inputs [all_inputs -no_clocks]
set_input_delay [expr $clk_period * $clk_io_pct] -clock clk0 $non_clock_inputs
set_output_delay [expr $clk_period * $clk_io_pct] -clock clk0 [all_outputs]
==> summary.txt <==
The layout was made with Yosys and OpenROAD.

The run finished with clean final reports. The arrival time at the worst endpoint is 1.16 ns. The post-synthesis share of cell area spent on and, or, nand and nor gates is 25.6%. The total grt overflow is 0. The post-route fraction of the period consumed by the critical path is 97.2%.

The type of the setup path with the least slack is in2out. 0 antenna diodes ended up in the layout. The area added between synthesis and finish is 138%.

The worst setup path is captured at an output port. Before any placement, the netlist area is recorded as 274 sq um. The die extent in x is 80 um.

In the final routed layout, each cell accounts on average for 9.69 um. The worst hold margin is 0.958 ns. Warnings reported by Yosys during synthesis add up to 1. The final setup violation count is 0.

The number of top-level design ports is 38. The total of clock buffers placed in the layout is 0. The highest fanout seen on the critical path is 5.

The share of synthesized area occupied by flip-flops and latches is 0%. Detailed placement finished with a half-perimeter wire length of 921 um. The final critical delay including setup and external delays is 1.46 ns. At the end of routability-driven placement, the weighted congestion stood at 0.721. In the final report, the number of pins over their slew limit comes to 0. Entering global routing, the biggest net connects 11 pins. The post-route utilization of the core is recorded as 19.1%.

Per the STA report, the cell with the highest stage delay on the worst path is clkdlybuf4s50_1. The chip area line in the Yosys stat output reads 274 sq um. The count of nets left with antenna violations once routing finished came out at 0. In this design, the stage delay of the slowest critical-path cell is 0.46 ns. The placeable core region is 0.00342 sq mm. In this run the full chip footprint comes out at 0.00640 sq mm. The first global-routing pass estimated 1.71 mm of wire. The overall routed net length is 1.14 mm.

The fraction of the mapped netlist area in adder cells is 4.57%. Input and output buffers added on the ports amount to 25. The tool warning count for the run is 40.

The unique cell type count in the Yosys netlist is 20. Dividing total power by cell area gives a power density of 248 mW/mm^2. The number of detailed-routing iterations run before antenna repair is 3.

The row count is 21. The height of the die is 80 um. The worst voltage drop across the vdd grid is 0.0458 mV.

Traced cell by cell, the critical path runs through buf_6, buf_6, nand2b_4, inv_2, nand2_2, clkdlybuf4s50_1. The type of the most critical hold path is in2out. Derived from the worst setup path, the maximum achievable clock frequency is 686 MHz. The leakage power figure is 0.337 nW.

Yosys reports the multiplexer fraction of the synthesized area as 0%. The initial antenna violation count was 0. Counting endpoints that fail hold in the final report gives 0.

The starting density of the core is 8.02%. The hold path startpoint is SW[7]. For hold timing, the worst endpoint is HEX4[1].

The completed layout was analyzed and its total power is 0.162 mW. There are 0 flip-flops and latches. The critical path required time is 1.20 ns.

The number of hold buffers added after CTS is 0. Max-cap violations in this run came to 0. The dominant kind of combinational cell is buffers and inverters. The count of vias placed by the detailed router is 373.

The worst hold path was traced through 4 stages. The library cell appearing most often on the critical path is buf_6. The number of global-route vias before repair is 358. The sequential standard cell area is 0 sq um. In the routed layout, each cell is associated on average with a via count of 3.16. Each instance of the synthesized netlist takes up on average 6.52 sq um.

The synthesized netlist was found by Yosys to have 42 cells. The total global-route track usage is 3.12%. STA classifies the critical path startpoint as a primary input. Per the synthesis report, the AND-OR/OR-AND share of the synthesized area is 18.7%. The fraction of synthesized cell area in xor and xnor cells is 12.8%.

The layout cell share with drive strength beyond 1 is 44.4%. The DRC marker count from the first detailed-route iteration is 26. After technology mapping, the gate count stands at 42. The final routed DRC violation total is 0.
area by class of cell:
| class | instances | area, sq um |
|---|---|---|
| Multi-Input combinational cell | 32 | 251 |
| Timing Repair Buffer | 36 | 328 |
| Tap cell | 46 | 57.6 |
| Inverter | 4 | 15.0 |
| Fill cell | 382 | 2760 |
cell usage in the layout, fill, tap and decap left out, drive strengths merged:
cell           netlist  layout
dlymetal6s2s         0       3
buf                 11      16
inv                  4       4
nand3b               1       1
conb                 1       6
clkdlybuf4s50        0       5
ha                   1       1
a211o                1       1
a21oi                2       2
a21boi               1       1
nor2                 2       2
clkbuf               0       1
clkdlybuf4s15        0       1
dlygate4sd2          0      10
xor2                 1       1
and2                 1       1
nand2                3       3
nor3b                1       1
nand2b               2       2
xnor2                3       3
and3b                1       1
or3                  1       1
o21ai                5       5
synth_stat cells:
cell type,number,area (sq um)
nor3b_1,1,7.51
and3b_1,1,8.76
conb_1,1,3.75
ha_1,1,12.5
nand3b_1,1,7.51
nor2_1,2,7.51
and2_1,1,6.26
or3_1,1,6.26
buf_6,1,11.3
xnor2_1,3,26.3
nand2b_1,1,6.26
a211o_1,1,8.76
inv_1,4,15.0
buf_4,10,75.1
a21oi_1,2,10.0
nand2b_2,1,8.76
nand2_1,3,11.3
o21ai_0,5,25.0
xor2_1,1,8.76
a21boi_0,1,7.51
routing by layer:
layer	up-vias	GRT usage [%]	share of wire (%)
li1	183	-	-
met1	170	3.50	39
met2	20	5.62	47
met3	0	1.36	14
met4	0	0	0
met5	-	0	0
power by group:
part	switching (mW)	total [mW]	leakage, nW	internal [mW]
sequential	0	0	0	0
clock	0	0	0	0
combinational	0.0596	0.162	0.337	0.102
total	0.0596	0.162	0.337	0.102
metrics by stage:
step	setup slack, ns	std cells	setup TNS (ns)	area (sq um)
2_1_floorplan	0.319	47	0	293
3_3_place_gp	-0.658	111	-11.87	544
3_5_place_dp	-0.696	111	-12.27	544
4_1_cts	-0.0523	118	-0.0992	616
5_1_grt	-0.00433	118	-0.00433	652
6_report	0.0413	118	0	652
kinds of logic (layout without fill, tap and decap cells):
family,Yosys count,after routing
AND/OR/NAND/NOR,12,12
buffers and inverters,15,40
AND-OR/OR-AND,9,9
adder cells (fa/ha/maj),1,1
XOR/XNOR,4,4
other,1,6
worst max-delay path: cells and delay by family:
kind / cells / cell delay, ns
and+or+nand+nor: 2 / 0.13
buffers and inverters: 4 / 0.73
worst max path at each step:
stage,start,endpoint,cells past startpoint
final,SW[9],HEX2[5],6
after global routing,SW[9],HEX3[3],6
after CTS,SW[7],HEX5[2],4
repair_timing:
action                                 4_1_cts  5_1_grt
setup endpoints to repair                   22       10
resized                                     53       15
gates cloned                                 1        0
setup buffers                                6        1
pin swaps                                    1        0
endpoints found under the hold margin        0        0
Power is estimated from default activity; no workload was simulated.
