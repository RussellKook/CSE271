## flow/config.mk

```make
export PLATFORM = sky130hd
export DESIGN_NAME = comparater
export DESIGN_NICKNAME = comparater
export VERILOG_FILES = /design/flow/design.v
export SDC_FILE = /design/flow/constraint.sdc
export NUM_CORES = 4
export LEC_CHECK = 1
export CORE_AREA = 10 10 70 70
export DIE_AREA = 0 0 80 80
```

## flow/constraint.sdc

```tcl
current_design comparater

set clk_period 1.8
set clk_io_pct 0.2

create_clock -name clk0 -period $clk_period

set non_clock_inputs [all_inputs -no_clocks]
set_input_delay [expr $clk_period * $clk_io_pct] -clock clk0 $non_clock_inputs
set_output_delay [expr $clk_period * $clk_io_pct] -clock clk0 [all_outputs]
```

## flow/design.v

```verilog
module comparater (out, a, b);
	input logic [9:0] a, b;
	output logic out;
	always_comb begin
		if(a[9] != b[9]) begin
			if(a[9] == 1)
				out = 1;
			else 
				out = 0;
		end else if (a[8] != b[8]) begin
			if(a[8] == 1)
				out = 1;
			else 
				out = 0;
		end else if (a[7] != b[7]) begin
			if(a[7] == 1)
				out = 1;
			else 
				out = 0;
		end else if (a[6] != b[6]) begin
			if(a[6] == 1)
				out = 1;
			else 
				out = 0;
		end else if (a[5] != b[5]) begin
			if(a[5] == 1)
				out = 1;
			else 
				out = 0;
		end else if (a[4] != b[4]) begin
			if(a[4] == 1)
				out = 1;
			else 
				out = 0;
		end else if (a[3] != b[3]) begin
			if(a[3] == 1)
				out = 1;
			else 
				out = 0;
		end else if (a[2] != b[2]) begin
			if(a[2] == 1)
				out = 1;
			else 
				out = 0;
		end else if (a[1] != b[1]) begin
			if(a[1] == 1)
				out = 1;
			else 
				out = 0;
		end else if (a[0] != b[0]) begin
			if(a[0] == 1)
				out = 1;
			else 
				out = 0;
		end else 
			out = 0;
	end
endmodule 
module comparater_testbench();
	logic [9:0] a, b;
	logic out;
	comparater dut (.out, .a, .b);
	initial begin 
		a = 10'b1000000000; b = 10'b1000000000; #10;
		a = 10'b1100000000; b = 10'b1000000000; #10;
		a = 10'b1010000000; b = 10'b1100000000; #10;
		a = 10'b0000000001; b = 10'b0000000000; #10;
	end
endmodule 
```

## flow/run.sh

```bash
#!/bin/bash
# OpenROAD 26Q1-2900-gdf79404cd8, Yosys 0.63+post, stock flow scripts
make -C /OpenROAD-flow-scripts/flow DESIGN_CONFIG=/design/flow/config.mk WORK_HOME=/design/flow/orfs finish
```

==> GITHUB_STEP_SUMMARY <==
### Yosys + OpenROAD results

| Metric | Value |
|---|---|
| Yosys xor share | 0% |
| Post-DP HPWL | 760.3 um |
| Chip Width | 80 um |
| Aoi share | 37.10% |
| Top layer in use | met3 |
| Die Y | 80 um |
| GRT Overall Usage | 2.332% |
| DR WL met2 | 436 um |
| CP Capture Type | primary output |
| Endpoints failing setup | 0 |
| Area of the mapped netlist | 155.1 um^2 |
| Die area | 6400 um^2 |
| Cycle use final | 98.36% |
| Maximum vdd drop | 23.57 uV |
| Final Hold Viols | 0 |
| Cell area after layout | 485.5 um^2 |
| Distinct cells, synth | 13 |
| Data arrival time of the worst path | 1410 ps |
| Crit-path cells | clkdlybuf4s15_1, o221ai_4, o221ai_2, a2111oi_2, nor3_1, buf_2 |
| Worst setup SP type | input port |
| Crit-path slowest cell | a2111oi_2 |
| I/O pin count | 21 |
| Layout cells sized above 1 | 52.08% |
| Initial antenna violation count | 0 |
| Min cycle time layout | 1771 ps |
| WL final | 851 um |
| Final ANT Viol Nets | 0 |
| Hold WC Path Type | in -> out |
| Vias in the first global route | 279 |
| Top cell excl fill/tap | dlygate4sd2_1 |
| Pre-Place Util | 4.542% |
| Highest Clock Rate | 0.5648 GHz |
| MaxCap Viol Count | 0 |
| Synth Instances | 24 |
| Simple share | 48.39% |
| Status | finished, final reports clean |
| Pin count of the biggest net entering global routing | 3 |
| Area growth, synth to finish | 212.9% |
| Via count | 271 |
| Flops | 0 |
| CP max FO | 2 |
| Sum Neg Setup Slack | 0 ps |
| Crit path kind | in -> out |
| Top cells excl fill/tap | dlygate4sd2_1 (7), buf_2 (5), inv_2 (4), clkdlybuf4s15_1 (4) |
| ANT cells | 0 |
| Clock buffer count | 0 |
| Synth warnings | 1 |
| Crit path DRT | 1440 ps |
| Dominant comb cell | simple AND/OR/NAND/NOR gates |
| DRT iter0 DRCs | 0 |
| Reg area | 0 um^2 |
| Slew @ Worst Pin | 259.1 ps |
| Placed cell areas | 445.4 um^2 |
| Tool warning count | 33 |
| Sequential-to-total area share from yosys stat | 0% |
| GPL Wtd Cong | 0.7053 |
| Met3 WL post-DR | 114 um |
| MUX share of area | 0% |
| Wire length per cell | 9.053 um |
| Drt pass-1 iters | 1 |
| First-pass GRT wire length | 1248 um |
| WP buf/inv | 2 |
| Syn Area/Cell | 6.465 um^2 |
| Core Area | 3416 um^2 |
| Rel. slew slack | 82.70% |
| # Cells Yosys | 24 |
| Final-report max-slew violation count | 0 |
| Leakage power | 0.2023 nW |
| Logic area | 211.5 um^2 |
| Met1 WL | 300 um |
| Fillers | 398 |
| Port Buffers | 21 |
| Adder Area Share | 0% |
| CP delay by family, top | AND-OR/OR-AND gates |
| FP Rows | 21 |
| Grt ovf | 0 |
| CP peak stage delay | 280 ps |
| RSZ-0062 raised after global routing | true |
| Pwr Density | 194.2 nW/um^2 |
| DR vias/cell | 2.883 |
| Setup bufs post-CTS | 0 |
| YS chip area | 155.1 um^2 |
| Drt drc | 0 |
## tightest hold or removal path, stage by stage
cell and delay (ps):
dlygate4sd2_1 240, nor2b_1 100, nor3_1 50, buf_2 100
## Yosys cell counts, drive strengths merged
| cell | number | area share, % |
|---|---|---|
| a2111oi | 1 | 6.5 |
| a211oi | 1 | 4.8 |
| a221oi | 1 | 5.6 |
| a22oi | 1 | 4.8 |
| inv | 6 | 15 |
| nand2b | 3 | 17 |
| nand3 | 1 | 3.2 |
| nand4b | 1 | 5.6 |
| nor2b | 4 | 16 |
| nor3 | 2 | 6.5 |
| o221ai | 2 | 11 |
| o22ai | 1 | 4.0 |
## layout make-up
type	instances	share of cell area (%)
multi-input cells	18	43.56
repair buffers	24	39.95
well taps	46	11.86
inverters	6	4.639
## cells by family after synthesis
| kind of cell | count (synthesis) |
|---|---|
| simple gates | 11 |
| compound gates | 7 |
| buf+inv | 6 |
## through the flow
step                      utilization (%)  std cells   power [W]  setup WS [ps]  hold slack [ps]
final                               14.21         94  0.00009428          29.45             1221
after global routing                14.21         94   0.0001030         -69.12             1276
after CTS                           14.29         94  0.00009298          4.445             1229
after detailed placement            13.04         94  0.00008531         -748.5             1712
after global placement              13.04         94  0.00008430         -759.2             1709
after floorplan                         -         24  0.00002413          257.4            806.2
## metal layers
| layer | track usage [%] | vias up |
|---|---|---|
| met2 | 4.254 | 10 |
| li1 | - | 138 |
| met1 | 2.637 | 123 |
| met4 | 0 | 0 |
| met3 | 0.9091 | 0 |
| met5 | 0 | - |
## path summary, 6_finish.rpt
kind | cells after the start | end | startpoint
hold / removal | 4 | out | a[9]
setup / recovery | 6 | out | a[6]
## report_power, final
part | internal (W) | switching [W]
Combinational | 0.0000571 | 0.0000372
Sequential | 0 | 0
Clock | 0 | 0
## timing repair
action                                  4_1_cts  5_1_grt
gates resized                                54        6
endpoints found under the setup margin        1        1
hold endpoints to repair                      0        0
pin swaps                                     8        0
hold buffers                                  0        0
Power and IR drop assume default switching activity.
